File: /design/flow/run.sh
#!/bin/bash
# OpenROAD 26Q1-2900-gdf79404cd8, Yosys 0.63+post, stock flow scripts
make -C /OpenROAD-flow-scripts/flow DESIGN_CONFIG=/design/flow/config.mk WORK_HOME=/design/flow/orfs finish
File: /design/flow/config.mk
export PLATFORM = sky130hd
export DESIGN_NAME = clk_divider
export DESIGN_NICKNAME = clk_divider
export VERILOG_FILES = /design/flow/design.v
export SDC_FILE = /design/flow/constraint.sdc
export NUM_CORES = 4
export LEC_CHECK = 1
export CORE_AREA = 10 10 102 102
export DIE_AREA = 0 0 112 112
File: /design/flow/constraint.sdc
current_design clk_divider

set clk_period 3.5
set clk_io_pct 0.2

create_clock -name clk0 -period $clk_period [get_ports {clk}]

set non_clock_inputs [all_inputs -no_clocks]
set_input_delay [expr $clk_period * $clk_io_pct] -clock clk0 $non_clock_inputs
set_output_delay [expr $clk_period * $clk_io_pct] -clock clk0 [all_outputs]
File: /design/flow/design.v
module sccomp (
    input clk,
    input rstn,
    input [15:0] sw_i,
    output [7:0] disp_an_o,
    output [7:0] disp_seg_o,
    input [4:0] reg_sel,
    output [31:0] reg_data
);
  wire fast_disp = sw_i[15];
  wire pc_pause = sw_i[0];
  wire rf_pause = sw_i[1];
  wire alu_pause = sw_i[2];
  wire dm_pause = sw_i[3];
  wire [3:0] initial_addr_sel = sw_i[5:2];
  wire [4:0] dm_disp_addr = sw_i[8:4];
  wire clk_fast, clk_slow, clk_used, clk_disp;
  clk_divider #(
      .DIV_NUM(25)
  ) div24 (
      .clk(clk),
      .clk_out(clk_fast)
  );
  clk_divider #(
      .DIV_NUM(27)
  ) div27 (
      .clk(clk),
      .clk_out(clk_slow)
  );
  clk_divider #(
      .DIV_NUM(14)
  ) div12 (
      .clk(clk),
      .clk_out(clk_disp)
  );
  wire clk_addr = fast_disp ? clk_fast : clk_slow;
  assign clk_used = clk;
  wire rom_disp = sw_i[14], rf_disp = sw_i[13], alu_disp = sw_i[12], dm_disp = sw_i[11], imm_disp = sw_i[10], pc_disp = sw_i[9];
  wire [$clog2(32)-1:0] rf_addr;
  reg [31:0] rf_disp_data;
  wire [31:0] instr;
  wire [31:0] PC;
  wire MemWrite;
  wire MemRead;
  wire [2:0] DMType;
  wire [31:0] dm_addr, dm_din, dm_dout;
  wire rst = ~rstn;
  SCPU U_SCPU (
      .clk        (clk_used),   
      .reset      (rst),        
      .inst_in    (instr),      
      .Data_in    (dm_dout),    
      .mem_w      (MemWrite),   
      .PC_out     (PC),         
      .Addr_out   (dm_addr),    
      .Data_out   (dm_din),     
      .reg_sel    (rf_addr),    
      .reg_data   (rf_disp_data),   
      .DMType_out (DMType),
      .MemRead_out(MemRead)
  );
  dm U_DM (
      .clk   (clk_used),       
      .DMWr  (MemWrite),       
      .DMRd  (MemRead),
      .DMType(DMType),
      .addr  (dm_addr[8:0]),   
      .din   (dm_din),         
      .dout  (dm_dout)         
  );
  im U_IM (
      .addr(PC[31:2]),   
      .dout(instr)      
  );
  addr_controller #(
      .ADDR_SIZE(32)
  ) u_rf_addr (
      .clk(clk_addr),
      .rstn(rstn),
      .addr_pause(rf_pause),
      .data_out(rf_addr)
  );
  reg [31:0] disp_data;
  always @(*) begin
    case ({
      rom_disp, rf_disp, alu_disp, dm_disp, imm_disp, pc_disp
    })
      6'b100000: begin
        disp_data = instr;
      end
      6'b010000: begin
        disp_data = rf_disp_data;
      end
      default: disp_data = 32'hffffffff;
    endcase
  end
  disp_seg16x u_disp_seg16x (
      .clk(clk_disp),
      .rstn(rstn),
      .disp_data(disp_data),
      .an_o(disp_an_o),
      .seg_o(disp_seg_o)
  );
endmodule
module clk_divider #(
    parameter DIV_NUM = 24
) (
    input  clk,
    output clk_out
);
  reg [DIV_NUM:0] counter;
  always @(posedge clk) begin
    counter <= counter + 1;
  end
  assign clk_out = counter[DIV_NUM];
endmodule
module addr_controller #(
    parameter ADDR_SIZE = 20
) (
    input clk,
    input rstn,
    input addr_pause,
    output reg [$clog2(ADDR_SIZE)-1:0] data_out
);
  always @(posedge clk, negedge rstn) begin
    if (!rstn) begin
      data_out <= 0;
    end else if (addr_pause) begin
      data_out <= data_out;
    end else begin
      if (data_out == ADDR_SIZE - 1) begin
        data_out <= 0;
      end else begin
        data_out <= data_out + 1;
      end
    end
  end
endmodule
==> flow_metrics.env <==
# flow metrics
export IMPL_hold_end="counter[0]"
export IMPL_core_util_floorplan_pct=11.9
export IMPL_cts_root_buffer="clkbuf_8"
export IMPL_design_core_area_um2=8220
export IMPL_cp_num_cells=1
export IMPL_critPathTopFamily="buffers and inverters"
export IMPL_final_hold_violation_count=0
export IMPL_chipHeight_um=112
export IMPL_synth_top_cell_area_share_pct=51.0
export IMPL_critical_path_slowest_cell="clkdlybuf4s50_1"
export IMPL_async_flop_share_pct=0
export IMPL_largestRegisters="counter x25"
export IMPL_regMostFlops="counter"
export IMPL_r2r_end="counter[24]"
export IMPL_yosys_cells=85
export IMPL_syn_inst=85
export IMPL_area_growth_syn_to_layout_pct=19.0
export IMPL_flop_cell="dfxtp_1"
export IMPL_ir_drop_mv=0.229
export IMPL_switching_share_pct=18.2
export IMPL_cts_resized=0
export IMPL_cts_hold_buf=0
export IMPL_hold_path_startpoint="counter[0]"
export IMPL_ant_nets=0
export IMPL_final_util_pct=14.2
export IMPL_postSynthSeqShare_pct=51.0
export IMPL_power_per_cell_area_nw_per_um2=382
export IMPL_largest_register_ffs=25
export IMPL_p_seq_share_pct=63.7
export IMPL_ios=2
export IMPL_start_kind="register"
export IMPL_clock_sinks=25
export IMPL_p_clk_share_pct=36.3
export IMPL_tritoncts="built"
export IMPL_path_cells="clkdlybuf4s50_1"
export IMPL_skew_ns=0.00191
export IMPL_crit_path_end_kind="primary output"
export IMPL_dieArea_um2=12500
export IMPL_die_x_um=112
export IMPL_cts_buffers=3
export IMPL_track_usage_pct=2.07
export IMPL_routed_wirelength_um=1210
export IMPL_ys_warn_count=1
export IMPL_regToRegSetupSlack_ns=1.99
export IMPL_synth_area_yosys_um2=981
export IMPL_clkTransAtPathRegs_ns=0.08
export IMPL_pwr_share_comb_pct=0
export IMPL_synth_flops=25
export IMPL_grt_pass1_wl_um=2390
export IMPL_edf_count=0
export IMPL_insertion_delay_ns=0.26
export IMPL_intPower_uw=365
export IMPL_top_cell="dfxtp_1"
export IMPL_warning_count=25
export IMPL_antenna_cells=0
export IMPL_drt_pre_antenna_iters=4
export IMPL_cp_arrival_ns=1.07
export IMPL_crit_type="register to primary output"
export IMPL_drc=0
export IMPL_status="finished, final reports clean"
export IMPL_whs_path_depth=1
export IMPL_grt_ovfl_total=0
export IMPL_p_leak_uw=0.000419
export IMPL_drt_wirelength_per_cell_um=6.23
export IMPL_worst_slew_pin_slew_ns=0.362
export IMPL_slew_headroom_pct=75.7
export IMPL_top_cells_by_count="dfxtp_1 (25), xnor2_1 (15), nand3_1 (9), xor2_1 (8), and3_1 (5)"
export IMPL_h_tree_depth=1
export IMPL_maxCapViolations=0
export IMPL_rsz0062_at_grt="false"
export IMPL_power_switching_uw=81.0
export IMPL_avgSynthCellArea_um2=11.5
export IMPL_topCellsByArea="dfxtp_1 (51%), xnor2_1 (13%), xor2_1 (7.1%), nand3_1 (4.6%), nand4_4 (4.3%)"
export IMPL_post_cts_buffers=0
export IMPL_max_freq_mhz=565
export IMPL_setup_viol=0
export IMPL_port_buffers=1
export IMPL_antenna_found_initial=0
export IMPL_grt_pass1_vias=545
export IMPL_maxSlewViolCount=0
export IMPL_post_route_period_util_pct=50.6
export IMPL_cts_buffer_depth=2
export IMPL_synth_cell_types=15
export IMPL_critical_path_reg2reg_startpoint="counter[0]"
export IMPL_hp_class="register to register"
export IMPL_worst_path_buf_inv=1
export IMPL_drt_iter0_drc=12
export IMPL_fin_crit_ns=1.77
export IMPL_final_layout_size_suffix_gt1_share_pct=10.0
export IMPL_worstPathMaxFanout=2
export IMPL_rr_worst_depth=5
export IMPL_crit_required_ns=2.80
export IMPL_detailed_place_hpwl_um=905
export IMPL_slowest_delay_ns=0.47
export IMPL_rows=33
export IMPL_top_area_cell="dfxtp_1"
export IMPL_grt_max_degree=14
export IMPL_synth_area_um2=981
export IMPL_vias_per_cell=2.87
export IMPL_fin_tns_setup_ns=0
export IMPL_num_vias=560
export IMPL_gp_congestion=0.710
==> cell type report <==
class | count | area, um^2
Sequential cell | 25 | 500
Clock buffer | 4 | 45.0
Tap cell | 105 | 131
Fill cell | 903 | 7050
Multi-Input combinational cell | 58 | 473
Timing Repair Buffer | 1 | 10.0
Inverter | 2 | 7.51
==> power groups by stage <==
stage	registers [uW]	logic [uW]	clock network, uW
6_report	284	0.000195	162
4_1_cts	284	0.000195	169
5_1_grt	284	0.000195	182
==> worst max-delay path by stage <==
stage | slack [ns] | startpoint | to
after CTS | 1.71 | counter[24] | clk_out
after global routing | 1.67 | counter[24] | clk_out
final | 1.73 | counter[24] | clk_out
==> layer usage <==
metal	part of all wire (%)	vias up	track usage, %	wire length, um
met3	3.6	0	0.760	44
li1	-	304	-	-
met5	0	-	0	0
met2	39	3	2.84	478
met1	57	253	3.14	691
met4	0	0	0.0846	0
==> logic make-up after synthesis <==
logic type | Yosys count | synth area share, %
xor gates and xnor gates | 23 | 20.5
adders and majority gates | 1 | 1.28
buffers and inverters | 2 | 0.766
DFF | 25 | 51.0
and+or+nand+nor | 34 | 26.4
==> cells in the final DEF, fill, tap and decap left out <==
cell type	n
and3_1	5
xnor2_1	15
clkbuf_8	3
xor2_1	8
dfxtp_1	25
nand2_1	4
clkdlybuf4s50_1	1
inv_1	2
ha_1	1
nand4_1	4
nand3_4	1
nor2_1	4
nand3_1	9
clkbuf_1	1
and3_2	1
and4_1	2
nand4_4	2
nor4_4	2
==> stage by stage <==
step / hold slack [ns] / std cells / instance area, um^2 / total power (uW) / setup slack, ns
final: 0.423 / 195 / 1170 / 446 / 1.73
after global routing: 0.446 / 195 / 1170 / 466 / 1.67
after CTS: 0.421 / 195 / 1170 / 453 / 1.71
after detailed placement: 0.400 / 191 / 1120 / 291 / 1.99
after global placement: 0.391 / 191 / 1120 / 291 / 2.00
after floorplan: 0.383 / 85 / 981 / 291 / 2.11
No activity file was given, so power comes from the tool's default toggle rates.
