**/design/flow/run.sh**
```bash
#!/bin/bash
# OpenROAD 26Q1-2900-gdf79404cd8, Yosys 0.63+post, stock flow scripts
make -C /OpenROAD-flow-scripts/flow DESIGN_CONFIG=/design/flow/config.mk WORK_HOME=/design/flow/orfs finish
```
**/design/flow/config.mk**
```make
export PLATFORM = sky130hd
export DESIGN_NAME = dm
export DESIGN_NICKNAME = dm
export VERILOG_FILES = /design/flow/design.v
export SDC_FILE = /design/flow/constraint.sdc
export NUM_CORES = 4
export LEC_CHECK = 1
export CORE_UTILIZATION = 50
```
**/design/flow/constraint.sdc**
```tcl
current_design dm

set clk_period 59.9
set clk_io_pct 0.2

create_clock -name clk0 -period $clk_period [get_ports {clk}]

set non_clock_inputs [all_inputs -no_clocks]
set_input_delay [expr $clk_period * $clk_io_pct] -clock clk0 $non_clock_inputs
set_output_delay [expr $clk_period * $clk_io_pct] -clock clk0 [all_outputs]
```
**/design/flow/design.v**
```verilog
module dm (
    clk,
    DMWr,
    DMRd,
    addr,
    din,
    DMType,
    dout
);
  input clk;
  input DMWr;
  input DMRd;
  input [8:0] addr;
  input [31:0] din;
  input [2:0] DMType;
  output reg [31:0] dout;
  reg [7:0] dmem[255:0];
  always @(posedge clk) begin
    if (DMWr) begin
      case (DMType)
        3'b011: dmem[addr] <= din[7:0];
        3'b100: dmem[addr] <= din[7:0];
        3'b001: begin
          dmem[addr]   <= din[7:0];
          dmem[addr+1] <= din[15:8];
        end
        3'b010: begin
          dmem[addr]   <= din[7:0];
          dmem[addr+1] <= din[15:8];
        end
        3'b000: begin
          dmem[addr]   <= din[7:0];
          dmem[addr+1] <= din[15:8];
          dmem[addr+2] <= din[23:16];
          dmem[addr+3] <= din[31:24];
        end
      endcase
      $display("dmem[0x%8X] = 0x%8X,", addr, dmem[addr]);
      $display("dmem[0x%8X] = 0x%8X,", addr + 1, dmem[addr+1]);
      $display("dmem[0x%8X] = 0x%8X,", addr + 2, dmem[addr+2]);
      $display("dmem[0x%8X] = 0x%8X,", addr + 3, dmem[addr+3]);
    end
  end
  always @(DMRd or DMType or addr or dmem[addr] or dmem[addr+1] or dmem[addr+2] or dmem[addr+3]) begin
    if (DMRd) begin
      case (DMType)
        3'b011: dout <= {{24{dmem[addr][7]}}, dmem[addr]};
        3'b100: dout <= {24'b0, dmem[addr]};
        3'b001: dout <= {{16{dmem[addr+1][7]}}, dmem[addr+1], dmem[addr]};
        3'b010: dout <= {16'b0, dmem[addr+1], dmem[addr]};
        3'b000: dout <= {dmem[addr+3], dmem[addr+2], dmem[addr+1], dmem[addr]};
        default: dout <= 32'hFFFFFFFF;
      endcase
    end else begin
      dout <= 32'h12345678;
    end
  end
endmodule
```
==> results.py <==
# Auto-generated metrics
metrics = {
    "clock_tree": {
        "cts_buffers": 270,
        "path_clk_slew_ns": 0.06,
        "postCtsHoldBufs": 0,
        "clock-sinks": 2048,
        "cts_tree": "built",
        "clockBufferDepth": 4,
        "post_cts_buffers": 0,
        "h-tree-depth": 5,
        "post_cts_resized": 0,
        "root_buffer": "clkbuf_16",
    },
    "power_and_ir_drop": {
        "power_mw": 4.497,
        "leakage_nw": 79.09,
        "powerDensity_mw_per_mm2": 20.61,
        "ir_worst_vdd_uv": 22.33,
    },
    "logic_synthesis": {
        "synthSimpleGateAreaFrac_pct": 11.74,
        "synthDominantCellAreaShare_pct": 30.50,
        "top_cell": "nand2_1",
        "compound_area_share_pct": 13.05,
        "syn_inst": 19330,
        "synth_top_cell_by_area": "edfxtp_1",
        "ys_top_cells_by_count": "nand2_1, mux4_2, edfxtp_1",
        "ys_cells": 19330,
        "async_reset_ff_share_pct": 0,
        "xor_share_pct": 0.1322,
        "ys_sh_adder_pct": 0.06701,
        "ys_ff": 2048,
        "ys_seq_share_pct": 30.50,
        "syn_area_per_cell_um2": 10.43,
        "edf_count": 2048,
        "synth.distinct_cells": 91,
        "syn_area_mm2": 0.2016,
        "yosys_area_mm2": 0.2016,
        "ys_sh_mux_pct": 39.34,
        "flop_cell": "edfxtp_1",
        "topCellsByArea": "edfxtp_1, mux4_2, mux2i_1",
        "ys_warn_count": 1,
        "synth.logic.top_family": "multiplexers",
    },
    "critical_path": {
        "worstPathArrival_ns": 20.30,
        "cp.required_ns": 47.92,
        "cp-end-kind": "output pin",
        "critPathKind": "in -> out",
        "start_kind": "input pin",
        "worstPathMaxFanout": 49,
    },
    "floorplan": {
        "initCoreUtil_pct": 50.38,
        "io_pins": 79,
        "die_height_um": 637.1,
        "chipWidth_um": 637.1,
        "fp-row-count": 232,
        "core_area_mm2": 0.4003,
        "die_area_mm2": 0.4058,
    },
    "final_layout": {
        "regArea_mm2": 0.06150,
        "area_growth_pct": 8.170,
        "drive_above_1_share_pct": 26.43,
        "largest_reg_flops": 2048,
        "comb_area_mm2": 0.1308,
        "largest-register": "dmem",
        "fillers": 33820,
        "largest_registers": "dmem: 2048 flops",
    },
    "routing": {
        "drc_errors": 0,
        "drt-total-wl_um": 1211000,
        "dr.pass1.iters": 10,
        "vias_per_cell": 7.860,
        "routedWlPerCell_um": 49.63,
        "drt_iter0_markers": 24580,
        "vias": 191800,
        "ant_nets": 0,
    },
    "grt": {
        "gr-usage-met3_pct": 53.43,
        "top_usage_layer": "met2",
        "first_global_vias": 177800,
        "grtUsageMet2_pct": 75.20,
        "antenna_found_initial": 202,
        "grt_usage_pct": 63.50,
        "grt_max_degree": 114,
        "grt_pass1_wl_um": 1601000,
        "overflow": 0,
        "grt_util_met1_pct": 69.36,
    },
    "timing": {
        "rsz0062_at_grt": "no",
        "final-setup-viol-count": 0,
        "finalClockPeriodUsage_pct": 53.89,
        "tns_ns": 0,
        "fin_crit_ns": 32.28,
        "final_hold_viol_count": 0,
        "worst_pin_slew_ns": 1.388,
        "max_slew_margin_pct": 7.436,
        "setup_ws_ns": 27.62,
        "slew_violations": 0,
        "max_clock_freq_ghz": 0.03098,
    },
    "flow_run": {
        "tool_warnings": 49,
        "maxCapViolCount": 0,
    },
    "hold_path": {
        "whs_endpoint": "dmem[118][6]$_DFFE_PP_",
        "worstHoldPathCells": 3,
        "min-delay-start": "din[30]",
        "worstHoldPathType": "in -> reg",
    },
    "placement": {
        "gp_congestion": 1.155,
        "dp_slack_ns": 28.17,
        "place_hpwl_um": 836700,
        "portBuffers": 77,
    },
    "outcome": {
        "status": "finished, final reports clean",
    },
}
-- metal layers --
metal	share of wire [%]	routed length, um
met1	29	354600
met2	38	459500
met3	21	252900
met4	11	128100
met5	1.3	15640
-- power by group --
group          switching (mW)  internal [mW]
sequential            0.00697           1.58
clock                   0.731          0.952
combinational           0.844          0.381
-- critical path, cell delays in order --
cell	delay, ns
buf_16	0.26
inv_1	0.08
buf_4	0.28
ha_4	0.74
buf_4	0.70
buf_4	0.64
buf_4	0.67
buf_4	0.69
mux4_2	0.34
nand2_1	0.06
and3_1	0.21
a31oi_1	0.58
a22oi_1	0.45
nand4_1	0.58
o41ai_1	0.17
a21oi_1	0.81
clkdlybuf4s50_1	0.63
-- area by class of cell --
cell class | instances | area share, %
repair buffers | 1190 | 4.395
diodes | 408 | 0.4681
inverters | 7 | 0.01778
flip-flops and latches | 2048 | 28.19
multi-input cells | 15000 | 59.97
clock buffers | 331 | 3.310
clock inverters | 152 | 0.6287
well taps | 5265 | 3.020
-- through the flow --
step	area, um^2	cells	hold WS, ns	util, %
2_1_floorplan	201700	19330	12.48	-
3_3_place_gp	208500	23510	12.54	52.09
3_5_place_dp	208500	23510	12.55	52.09
4_1_cts	217100	23990	11.52	54.24
5_1_grt	217700	24220	11.55	54.38
6_report	218100	24400	11.52	54.49
-- worst max-delay path by stage --
stage     depth (start not counted)  slack (ns)       end    start
4_1_cts                          13       28.17  dout[14]  addr[0]
5_1_grt                          15       27.56  dout[21]  addr[0]
6_report                         17       27.62  dout[11]  addr[1]
-- layout by cell type (no fill, tap or decap), types with 26 or more instances in the layout --
cell	Yosys	routed
nand3b_1	30	30
nand4_1	67	67
a21o_1	673	673
clkinv_1	3	62
nor2_4	17	63
a211oi_1	695	693
clkbuf_1	1482	50
buf_8	3	33
o21ai_0	1471	1468
o2111ai_1	34	34
a22oi_1	60	60
a21oi_1	1083	1081
o21ai_1	24	27
diode_2	0	408
mux2i_1	1758	1758
nor2_1	1644	1577
and3_1	60	57
nand2_1	2863	2846
clkbuf_16	0	281
edfxtp_1	2048	2048
nor3_1	50	26
mux4_2	2344	2344
o211ai_1	42	42
buf_4	151	1093
nor3_2	8	27
nand3_1	795	789
nor2_2	69	90
or4_1	26	26
a311oi_1	30	29
clkdlybuf4s50_1	0	38
mux2_2	794	794
a31oi_1	64	63
clkinv_2	0	42
-- kinds of logic after synthesis --
| group | count (synthesis) |
|---|---|
| and+or+nand+nor | 5722 |
| muxes | 4896 |
| AOI/OAI and AO/OA | 4343 |
| buffers and inverters | 2280 |
| DFF | 2048 |
| xor gates and xnor gates | 27 |
| adders and majority gates | 11 |
Power is estimated from default activity; no workload was simulated.
